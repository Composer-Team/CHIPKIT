--- flow/run.sh ---
#!/bin/bash
# OpenROAD 26Q1-2900-gdf79404cd8, Yosys 0.63+post, stock flow scripts
make -C /OpenROAD-flow-scripts/flow DESIGN_CONFIG=/design/flow/config.mk WORK_HOME=/design/flow/orfs finish
--- flow/config.mk ---
export PLATFORM = sky130hd
export DESIGN_NAME = AHB_MASTER_MUX
export DESIGN_NICKNAME = AHB_MASTER_MUX
export VERILOG_FILES = /design/flow/design.v
export SDC_FILE = /design/flow/constraint.sdc
export NUM_CORES = 4
export LEC_CHECK = 1
export CORE_AREA = 10 10 208 208
export DIE_AREA = 0 0 218 218
--- flow/constraint.sdc ---
current_design AHB_MASTER_MUX

set clk_period 3.5
set clk_io_pct 0.2

create_clock -name clk0 -period $clk_period [get_ports {HCLK}]

set non_clock_inputs [all_inputs -no_clocks]
set_input_delay [expr $clk_period * $clk_io_pct] -clock clk0 $non_clock_inputs
set_output_delay [expr $clk_period * $clk_io_pct] -clock clk0 [all_outputs]
--- flow/design.v ---
interface uart;
logic txd;
logic rxd;
modport source(input rxd, output txd);
modport sink(input txd, output rxd);
endinterface
interface uart_hw;
logic txd;
logic rxd;
logic cts;
logic rts;
modport source(input rxd, cts, output txd, rts);
modport sink(input txd, rts, output rxd, cts);
endinterface
module AHB_MASTER_MUX
#(
  parameter M0_ENABLE = 1'b1,
  parameter M1_ENABLE = 1'b1,
  parameter M2_ENABLE = 1'b1,
  parameter M3_ENABLE = 1'b1,
  parameter AW=32,
  parameter DW=32
) (
  input logic HCLK, HRESETn,
  input logic [1:0] HMSEL,
  output logic [1:0] HMASTER,
  output M0_HREADY,
  input [AW-1:0] M0_HADDR,
  input [1:0] M0_HTRANS,
  input M0_HWRITE,
  input [2:0] M0_HSIZE,
  input [DW-1:0] M0_HWDATA,
  output [DW-1:0] M0_HRDATA,
  output M0_HRESP,
  output M1_HREADY,
  input [AW-1:0] M1_HADDR,
  input [1:0] M1_HTRANS,
  input M1_HWRITE,
  input [2:0] M1_HSIZE,
  input [DW-1:0] M1_HWDATA,
  output [DW-1:0] M1_HRDATA,
  output M1_HRESP,
  output M2_HREADY,
  input [AW-1:0] M2_HADDR,
  input [1:0] M2_HTRANS,
  input M2_HWRITE,
  input [2:0] M2_HSIZE,
  input [DW-1:0] M2_HWDATA,
  output [DW-1:0] M2_HRDATA,
  output M2_HRESP,
  output M3_HREADY,
  input [AW-1:0] M3_HADDR,
  input [1:0] M3_HTRANS,
  input M3_HWRITE,
  input [2:0] M3_HSIZE,
  input [DW-1:0] M3_HWDATA,
  output [DW-1:0] M3_HRDATA,
  output M3_HRESP,
  input MOUT_HREADY,
  output [AW-1:0] MOUT_HADDR,
  output [1:0] MOUT_HTRANS,
  output MOUT_HWRITE,
  output [2:0] MOUT_HSIZE,
  output [DW-1:0] MOUT_HWDATA,
  input [DW-1:0] MOUT_HRDATA,
  input MOUT_HRESP
);
logic clk, rstn;
always_comb clk = HCLK;
always_comb rstn = HRESETn;
logic m0_hresp, m1_hresp, m2_hresp, m3_hresp;
logic m0_hready, m1_hready, m2_hready, m3_hready;
logic [31:0] m0_hrdata, m1_hrdata, m2_hrdata, m3_hrdata;
generate if(!M0_ENABLE)
always_comb {M0_HRESP, M0_HREADY, M0_HRDATA[31:0]} = '0;
else
always_comb {M0_HRESP, M0_HREADY, M0_HRDATA[31:0]} = {m0_hresp, m0_hready, m0_hrdata[31:0]};
endgenerate
generate if(!M1_ENABLE)
always_comb {M1_HRESP, M1_HREADY, M1_HRDATA[31:0]} = '0;
else
always_comb {M1_HRESP, M1_HREADY, M1_HRDATA[31:0]} = {m1_hresp, m1_hready, m1_hrdata[31:0]};
endgenerate
generate if(!M2_ENABLE)
always_comb {M2_HRESP, M2_HREADY, M2_HRDATA[31:0]} = '0;
else
always_comb {M2_HRESP, M2_HREADY, M2_HRDATA[31:0]} = {m2_hresp, m2_hready, m2_hrdata[31:0]};
endgenerate
generate if(!M3_ENABLE)
always_comb {M3_HRESP, M3_HREADY, M3_HRDATA[31:0]} = '0;
else
always_comb {M3_HRESP, M3_HREADY, M3_HRDATA[31:0]} = {m3_hresp, m3_hready, m3_hrdata[31:0]};
endgenerate
logic trans_done;
always_comb trans_done = MOUT_HREADY;
logic [1:0] hmsel_aphase, hmsel_dphase;
always_ff @(posedge clk, negedge rstn) begin        
        if (!rstn) hmsel_aphase[1:0] <= ('0);                  
        else if(trans_done) hmsel_aphase[1:0] <= (HMSEL[1:0]);                   
      end;
always_ff @(posedge clk, negedge rstn) begin        
        if (!rstn) hmsel_dphase[1:0] <= ('0);                  
        else if(trans_done) hmsel_dphase[1:0] <= (hmsel_aphase[1:0]);                   
      end;
always_comb HMASTER[1:0] = hmsel_aphase[1:0];
always_comb begin
m0_hready = (hmsel_aphase[1:0] == 2'b00) ? MOUT_HREADY : 1'b0;
m1_hready = (hmsel_aphase[1:0] == 2'b01) ? MOUT_HREADY : 1'b0;
m2_hready = (hmsel_aphase[1:0] == 2'b10) ? MOUT_HREADY : 1'b0;
m3_hready = (hmsel_aphase[1:0] == 2'b11) ? MOUT_HREADY : 1'b0;
end
always_comb 
case(hmsel_aphase[1:0])
  2'h0 :  
  {MOUT_HTRANS[1:0],MOUT_HWRITE,MOUT_HSIZE[2:0],MOUT_HADDR[31:0]} =
  {M0_HTRANS[1:0],M0_HWRITE,M0_HSIZE[2:0],M0_HADDR[31:0]};
  2'h1 :  
  {MOUT_HTRANS[1:0],MOUT_HWRITE,MOUT_HSIZE[2:0],MOUT_HADDR[31:0]} =
  {M1_HTRANS[1:0],M1_HWRITE,M1_HSIZE[2:0],M1_HADDR[31:0]};
  2'h2 :  
  {MOUT_HTRANS[1:0],MOUT_HWRITE,MOUT_HSIZE[2:0],MOUT_HADDR[31:0]} =
  {M2_HTRANS[1:0],M2_HWRITE,M2_HSIZE[2:0],M2_HADDR[31:0]};
  2'h3 :  
  {MOUT_HTRANS[1:0],MOUT_HWRITE,MOUT_HSIZE[2:0],MOUT_HADDR[31:0]} =
  {M3_HTRANS[1:0],M3_HWRITE,M3_HSIZE[2:0],M3_HADDR[31:0]};
  default :  
  {MOUT_HTRANS[1:0],MOUT_HWRITE,MOUT_HSIZE[2:0],MOUT_HADDR[31:0]} =
  {M0_HTRANS[1:0],M0_HWRITE,M0_HSIZE[2:0],M0_HADDR[31:0]};
endcase
always_comb begin
  {m0_hresp, m0_hrdata[31:0]} = {MOUT_HRESP, MOUT_HRDATA[31:0]};
  {m1_hresp, m1_hrdata[31:0]} = {MOUT_HRESP, MOUT_HRDATA[31:0]};
  {m2_hresp, m2_hrdata[31:0]} = {MOUT_HRESP, MOUT_HRDATA[31:0]};
  {m3_hresp, m3_hrdata[31:0]} = {MOUT_HRESP, MOUT_HRDATA[31:0]};
end
always_comb
case(hmsel_dphase[1:0])
  2'h0 : MOUT_HWDATA[31:0] = M0_HWDATA[31:0];
  2'h1 : MOUT_HWDATA[31:0] = M1_HWDATA[31:0];
  2'h2 : MOUT_HWDATA[31:0] = M2_HWDATA[31:0];
  2'h3 : MOUT_HWDATA[31:0] = M3_HWDATA[31:0];
  default : MOUT_HWDATA[31:0] = M0_HWDATA[31:0]; 
endcase
endmodule
==> results.txt <==
Notes on the physical implementation.

- The cell at the root of the clock tree is clkbuf_16, for reference.
- The end-of-flow timing check tallies setup violations at 0.
- The reg2reg setup slack is 2.25 ns, for reference.
- The start of the worst register-to-register path is hmsel_aphase[0]$_DFFE_PN0P_, for reference.
- The setup total negative slack is 0 ns, for reference.
- Entering global routing, the biggest net connects 34 pins.
- Counting cells, the worst reg-to-reg path comes to 2.
- The die outline height is 218 um, for reference.
- The depth of the CTS H-tree is 1, for reference.
- STA classifies the critical path endpoint as an output pin.
- Per the detail_route report, the via count comes to 2915.
- Per the post-synthesis stats, the area per cell is 12.6 um^2.
- The Yosys chip area is 2930 um^2, for reference.
- Post-route period utilization is reported as 0.835.
- The startpoint kind of the worst setup timing path is a flop, for reference.
- The yosys cell count is 233, for reference.
- The total detailed-routing wirelength is 18.9 mm, for reference.
- The required time of the worst setup path is 2.80 ns, for reference.
- The path class of the tightest hold or removal check is input pin to async pin.
- The core utilization before placement is 0.0755, for reference.
- The post-cts gate resize count is 0, for reference.
- The total instance count after detailed placement is 967, for reference.
- The number of global-route vias before repair is 3365.
- The wire length of the first global-routing pass is 25.1 mm, for reference.
- The critical path is of the flop to output pin type.
- The count of yosys warnings during synthesis is 6, for reference.
- The shortest period the worst path allows is 2.92 ns, for reference.
- Summing every instance area after synthesis gives 2930 um^2.
- On the critical path the data arrives at 2.22 ns.
- The run finished with clean final reports.
- The delay of the slowest critical-path stage is 0.69 ns, for reference.
- The number of antenna violations at the first check in global routing came to 5.
- The largest clock skew in the final design is 0.00220 ns, for reference.
- The number of cells produced by synthesis is 233, for reference.
- The number of warnings reported in the stage logs is 25.
- Setup repair after global routing left no endpoint under its margin.
- In this run the critical register-to-register path is captured at hmsel_dphase[0]$_DFFE_PN0P_.
- The layout overhead on the synthesized area is 111%, for reference.
- The clock insertion delay at the later pin of the skew report is 0.22 ns, for reference.
- According to the I/O placement log, the pin count is 526.
- The leftover overflow at the end of global routing is 0, for reference.
- Looking at the post-CTS report, the setup buffer insertion count equals 0.
- The width of the chip is 218 um, for reference.
- The overall power after layout is 0.00125 W, for reference.
- For reference, the final report shows the max-slew violation count at 0.
- The utilization after layout is 0.159, for reference.
- The clock tree from TritonCTS is done, for reference.
- The slew at the pin with the worst max-slew slack is 0.666 ns, for reference.
- The site row count is 72, for reference.
- The sequential fraction of the synthesis area is 0.0342, for reference.
- The post-CTS hold buffer count recorded in the log is 0.
- The core box area is 38700 um^2, for reference.
- Summed over all routing layers, the global router reports a total usage of 0.0738.
- The cell with the largest stage delay on the worst path is dfrtp_2, for reference.
- Ranked by total cell area, the synthesized netlist is headed by mux4_2 52%, buf_4 34%, dfrtp_1 3.4%.
- After detailed routing, the number of vias per cell comes to 3.00.
- The die area is 47500 um^2, for reference.
- The total of flip-flops plus latches after synthesis is 4, for reference.
- The filler-free cell count of the finished design is 972, for reference.
- The final hold violation count recorded for this run is 0.
- The total power density per cell area is 202 nW/um^2, for reference.
- The area share of the largest cell type after synthesis is 0.523, for reference.
- Across the run, the number of max-cap violations was 0.
- The cell sequence reported for the critical path is buf_12 -> mux4_1 -> clkdlybuf4s50_1.
- The CTS buffer count is 3, for reference.
- The initial detailed-routing violation count is 170, for reference.
- The maximum clock rate is 342 MHz, for reference.
- The largest vdd supply drop is 166 uV, for reference.
- The fraction of final layout cells with drive strength greater than 1 is 0.190, for reference.
- The clock input transition at the sequential cells of the worst setup and hold paths is 0.03 ns, for reference.
- The final HPWL from detailed placement is 17.2 mm, for reference.
- The first detailed-routing pass ran for 4 iterations.
- No sink is reached through more buffers than the 2 on the longest clock path.
- TritonRoute output was used to compute an average wire per cell of 19.5 um.
- The number of different library cells used by synthesis comes to 12.
- Measured against its own limit, the worst slew margin works out to 0.556.
- The clock sink total is 4, for reference.
- The number of buffers inserted by port buffering is 360, for reference.
- The congestion estimate from routability-driven global placement came to 0.886.
- The highest net fanout along the worst path is 19, for reference.
- The residual antenna-violating net count after detailed routing is 0, for reference.
- Per the synthesis report, the dominant area consumer among library cells is mux4_2.
- The final routed DRC violation total is 0, for reference.
- The static leakage power is 2.02 nW, for reference.
## cell usage after synthesis (all sizes together)
library cell  instances
buf                 149
mux4                 70
dfrtp                 4
mux2                  4
and3b                 2
clkbuf                2
and3                  1
nor3b                 1
## power breakdown
group | total, W | switching, W | internal [W]
clock network | 0.000175 | 0.0000292 | 0.000146
logic | 0.000979 | 0.000228 | 0.000751
registers | 0.0000909 | 0.0000379 | 0.0000529
## cell type report
| cell class | count | area [um^2] |
|---|---|---|
| timing repair buffer | 367 | 3680 |
| tap | 518 | 648 |
| antenna | 2 | 5.00 |
| clock buffer | 3 | 75.1 |
| sequential | 4 | 105 |
| fill | 4300 | 32600 |
| multi-input combinational | 78 | 1660 |
## per-stage QoR
step	cell area (um^2)	setup WS [ns]	hold slack (ns)
2_1_floorplan	2930	1.67	0.404
3_3_place_gp	6090	0.605	0.867
3_5_place_dp	6090	0.605	0.871
4_1_cts	6170	0.525	0.688
5_1_grt	6170	0.459	0.699
6_report	6170	0.579	0.682
## how the worst max path moves through the flow
stage                end                         from  slack [ns]
5_1_grt   MOUT_HADDR[30]  hmsel_aphase[0]$_DFFE_PN0P_        0.46
4_1_cts   MOUT_HADDR[31]  hmsel_aphase[0]$_DFFE_PN0P_        0.53
6_report  MOUT_HADDR[31]  hmsel_aphase[0]$_DFFE_PN0P_        0.58
## layout by cell type, fill, tap and decap left out, drive strengths merged
| master | synthesis | final |
|---|---|---|
| clkdlybuf4s50 | 0 | 360 |
| mux4 | 70 | 70 |
| nor3b | 1 | 1 |
| buf | 149 | 7 |
| mux2 | 4 | 4 |
| clkbuf | 2 | 3 |
| and3b | 2 | 2 |
| diode | 0 | 2 |
| and3 | 1 | 1 |
| dfrtp | 4 | 4 |
## worst max-delay path: cells and delay by family (launching register included)
| family | cells | cell delay [ns] |
|---|---|---|
| buffers and inverters | 2 | 0.69 |
| multiplexers | 1 | 0.57 |
| flip-flops | 1 | 0.69 |
## sequential cells by signal, indices dropped and copies added, names as in the netlist
register      flops
hmsel_aphase      2
hmsel_dphase      2
## cell families after synthesis
group / after synthesis / synth area share
buffers and inverters: 151 / 0.398
flip-flops: 4 / 0.0342
multiplexers: 74 / 0.557
AND/OR/NAND/NOR: 4 / 0.0107
## routing by layer
metal	vias up	wire length (um)	global-route usage
met5	-	42	0
met4	6	268	0.00995
met3	32	3070	0.0471
met2	338	9110	0.125
met1	1331	6450	0.0774
li1	1208	-	-
Power is estimated from default activity; no workload was simulated.
